==> design.v <==
module autoMode(
    input clk,
    input reset,
    input enable,
    input[6:0] greenTime,
    input[6:0] yellowTime,
    input[6:0] redTime,
    output reg[6:0] timeLane1,
    output reg[6:0] timeLane2,
    output reg[2:0] state 
);
    parameter GR = 3;
    parameter YR = 4;
    parameter RG = 5;
    parameter RY = 6;    
    always @(posedge clk) begin
        if (enable == 1) begin
            case (state)
                GR: begin
                    if (timeLane1 == 0) begin
                        state <= YR;
                        timeLane1 <= yellowTime - 1;
                    end else begin
                        timeLane1 <= timeLane1 - 1;
                        timeLane2 <= timeLane2 - 1;
                    end 
                end
                YR: begin
                    if (timeLane1 == 0) begin
                        state <= RG;
                        timeLane2 <= greenTime - 1;
                        timeLane1 <= redTime - 1;
                    end else begin
                        timeLane1 <= timeLane1 - 1;
                        timeLane2 <= timeLane2 - 1;
                    end
                end
                RG: begin
                    if (timeLane2 == 0) begin
                        state <= RY;
                        timeLane2 <= yellowTime - 1;
                    end else begin
                        timeLane1 <= timeLane1 - 1;
                        timeLane2 <= timeLane2 - 1;                    
                    end 
                end
                RY: begin
                    if (timeLane2 == 0) begin
                        state <= GR;
                        timeLane1 <= greenTime - 1;
                        timeLane2 <= redTime - 1;
                    end else begin
                        timeLane1 <= timeLane1 - 1;
                        timeLane2 <= timeLane2 - 1; 
                    end
                end
                default: begin
                    state <= GR;
                    timeLane1 <= greenTime - 1;
                    timeLane2 <= redTime - 1;
                end
            endcase
        end else begin
            state <= GR;
            timeLane1 <= greenTime;
            timeLane2 <= redTime;
        end
    end
endmodule
module configMode(
    input clk,
    input reset,
    input enable,
    input buttonChangeLight,
    input buttonIncreaseTime,
    input buttonDecreaseTime,
    input buttonConfirm,
    input[6:0] greenTime,
    input[6:0] yellowTime,
    input[6:0] redTime,
    output reg[6:0] greenTimeModified,
    output reg[6:0] yellowTimeModified,
    output reg[6:0] redTimeModified,
    output reg[6:0] timeLane1,
    output reg[6:0] timeLane2,
    output reg[2:0] state 
);
    parameter RR = 0;
    parameter GG = 1;
    parameter YY = 2;   
    reg[6:0] redTemp;
    reg[6:0] greenTemp;
    reg[6:0] yellowTemp;
    always@(posedge clk) begin
        if(enable == 1) begin
            case(state)
                RR: begin
                    if(buttonChangeLight) begin
                        state = GG;
                        timeLane1 = greenTimeModified;
                        timeLane2 = greenTimeModified;                            
                    end
                    if(buttonIncreaseTime) begin
                        redTemp = redTemp + 1; 
                        timeLane1 = redTemp;
                        timeLane2 = redTemp;
                        if(redTemp > 99) begin
                            redTemp = 1;
                            timeLane1 = redTemp;
                            timeLane2 = redTemp;
                        end
                    end
                    if(buttonDecreaseTime) begin
                        redTemp = redTemp - 1;
                        timeLane1 = redTemp;
                        timeLane2 = redTemp;
                        if(redTemp == 0) begin
                            redTemp = 99;
                            timeLane1 = redTemp;
                            timeLane2 = redTemp;                            
                        end
                    end
                    if(buttonConfirm) begin
                        if(redTemp > greenTemp && redTemp > yellowTemp && redTemp == greenTemp + yellowTemp) begin
                            redTimeModified = redTemp;
                            greenTimeModified = greenTemp;
                            yellowTimeModified = yellowTemp;
                        end
                    end
                end
                GG: begin
                    if(buttonChangeLight) begin 
                        state = YY;
                        timeLane1 = yellowTimeModified;
                        timeLane2 = yellowTimeModified;                        
                    end
                    if(buttonIncreaseTime) begin
                        greenTemp = greenTemp + 1; 
                        timeLane1 = greenTemp;
                        timeLane2 = greenTemp;
                        if(greenTemp > 99) begin
                            greenTemp = 1;
                            timeLane1 = greenTemp;
                            timeLane2 = greenTemp;                            
                        end
                    end
                    if(buttonDecreaseTime) begin
                        greenTemp = greenTemp - 1;
                        timeLane1 = greenTemp;
                        timeLane2 = greenTemp;                        
                        if(greenTemp == 0) begin
                            greenTemp = 99;
                            timeLane1 = greenTemp;
                            timeLane2 = greenTemp;                            
                        end
                    end
                    if(buttonConfirm) begin
                        if(redTemp > greenTemp && redTemp > yellowTemp && redTemp == greenTemp + yellowTemp) begin
                            redTimeModified = redTemp;
                            greenTimeModified = greenTemp;
                            yellowTimeModified = yellowTemp;
                        end
                    end                    
                end
                YY: begin
                    if(buttonChangeLight) begin
                        state = RR;
                        timeLane1 = redTimeModified;
                        timeLane2 = redTimeModified;                        
                    end 
                    if(buttonIncreaseTime) begin
                        yellowTemp = yellowTemp + 1; 
                        timeLane1 = yellowTemp;
                        timeLane2 = yellowTemp;
                        if(yellowTemp > 99) begin
                            yellowTemp = 1;
                            timeLane1 = yellowTemp;
                            timeLane2 = yellowTemp;                            
                        end
                    end
                    if(buttonDecreaseTime) begin
                        yellowTemp = yellowTemp - 1;
                        timeLane1 = yellowTemp;
                        timeLane2 = yellowTemp;                        
                        if(yellowTemp == 0) begin
                            yellowTemp = 99;
                            timeLane1 = yellowTemp;
                            timeLane2 = yellowTemp;                            
                        end
                    end
                    if(buttonConfirm) begin
                        if(redTemp > greenTemp && redTemp > yellowTemp && redTemp == greenTemp + yellowTemp) begin
                            redTimeModified = redTemp;
                            greenTimeModified = greenTemp;
                            yellowTimeModified = yellowTemp;
                        end
                    end                    
                end
                default: state <= RR;
            endcase
        end else begin
            state = RR;
            redTemp = redTime;
            greenTemp = greenTime;
            yellowTemp = yellowTime;
            greenTimeModified = greenTime;
            redTimeModified = redTime;
            yellowTimeModified = yellowTime;
            timeLane1 = redTemp;
            timeLane2 = redTemp;
        end
    end
endmodule
module decodeState(
    input[2:0] state,
    output reg[2:0] led1,
    output reg[2:0] led2
);  
    parameter RR = 0;
    parameter GG = 1;
    parameter YY = 2;
    parameter GR = 3;
    parameter YR = 4;
    parameter RG = 5;
    parameter RY = 6;
    always@(state) begin
        case(state)
            RR: begin
                led1 = 3'b001;
                led2 = 3'b001;
            end
            GG: begin
                led1 = 3'b100;
                led2 = 3'b100;
            end
            YY: begin
                led1 = 3'b010;
                led2 = 3'b010;
            end
            GR: begin
                led1 = 3'b100;
                led2 = 3'b001;
            end
            YR: begin
                led1 = 3'b010;
                led2 = 3'b001;
            end
            RG: begin
                led1 = 3'b001;
                led2 = 3'b100;
            end
            RY: begin
                led1 = 3'b001;
                led2 = 3'b010;
            end
        endcase
    end
endmodule
module mannualMode(
    input clk,
    input reset,
    input enable,
    input buttonChangeLight,
    input[6:0] greenTime,
    input[6:0] yellowTime,
    input[6:0] redTime,    
    output reg[6:0] timeLane1,
    output reg[6:0] timeLane2,
    output reg[2:0] state
);
    parameter GR = 3;
    parameter YR = 4;
    parameter RG = 5;
    parameter RY = 6; 
    reg[6:0] tempYellowTime;
    always@(posedge clk) begin
        if(enable == 1) begin
            case (state)
                GR: begin
                    if(buttonChangeLight == 1) state <= YR;
                end
                YR: begin
                    if(tempYellowTime == 1) begin
                        tempYellowTime <= yellowTime;
                        state <= RG;
                    end else tempYellowTime <= tempYellowTime - 1;
                end
                RG: begin
                    if(buttonChangeLight == 1) state <= RY;
                end
                RY: begin
                    if(tempYellowTime == 1) begin
                        tempYellowTime <= yellowTime;
                        state <= GR;
                    end else tempYellowTime <= tempYellowTime - 1;
                end
                default: state <= GR;                
            endcase
        end else begin
            tempYellowTime = yellowTime;
            state = GR;    
            timeLane1 = 7'b1111111;
            timeLane2 = 7'b1111111;
        end
    end
endmodule
module sevenSegmentDisplay(input[6:0] dataIn, output[6:0] dataOut1, output[6:0] dataOut2);
    parameter NONE = 7'b111_1111;    
    parameter ZERO = 7'b000_0001;    
    parameter ONE = 7'b100_1111;     
    parameter TWO = 7'b001_0010;     
    parameter THREE = 7'b000_0110;   
    parameter FOUR = 7'b100_1100;    
    parameter FIVE = 7'b010_0100;    
    parameter SIX = 7'b010_0000;     
    parameter SEVEN = 7'b000_1111;   
    parameter EIGHT = 7'b000_0000;   
    parameter NINE = 7'b000_0100;    
    reg [6:0] led_1;  
    reg [6:0] led_2;  
    wire [3:0] temp[1:0];  
    assign temp[0] = dataIn == 7'b1111111 ? 10 : dataIn % 10;  
    assign temp[1] = dataIn == 7'b1111111 ? 10 : dataIn / 10;  
    always@(dataIn)
        begin
                case(temp[0])
                    4'd0: led_1 <= ZERO;
                    4'd1: led_1 <= ONE;
                    4'd2: led_1 <= TWO;
                    4'd3: led_1 <= THREE;
                    4'd4: led_1 <= FOUR;
                    4'd5: led_1 <= FIVE;
                    4'd6: led_1 <= SIX;
                    4'd7: led_1 <= SEVEN;
                    4'd8: led_1 <= EIGHT;
                    4'd9: led_1 <= NINE;
                    default: led_1 <= NONE;
                endcase
                case(temp[1])
                    4'd0: led_2 <= ZERO;
                    4'd1: led_2 <= ONE;
                    4'd2: led_2 <= TWO;
                    4'd3: led_2 <= THREE;
                    4'd4: led_2 <= FOUR;
                    4'd5: led_2 <= FIVE;
                    4'd6: led_2 <= SIX;
                    4'd7: led_2 <= SEVEN;
                    4'd8: led_2 <= EIGHT;
                    4'd9: led_2 <= NINE;
                    default: led_2 <= NONE;
                endcase
            end
        assign dataOut1 = led_1;
        assign dataOut2 = led_2;    
endmodule
module clkDivider(input clk, output reg clkOut);
    reg[25:0] counter = 0;
    parameter DIVISOR = 125_000_000;
    always@(posedge clk) begin
        counter <= counter + 1;
        if(counter == DIVISOR - 1) counter <= 0;
        clkOut <= (counter < DIVISOR / 2) ? 1'b1 : 1'b0;
    end
endmodule
module main(
    input clk,   
    input reset,
    input buttonChangeMode,  
    input buttonConfig,  
    input buttonChangeLight,  
    input buttonIncreaseTime,  
    input buttonDecreaseTime,  
    input buttonConfirm,  
    output[6:0] led7_1,
    output[6:0] led7_2,
    output[6:0] led7_3,
    output[6:0] led7_4,
    output[2:0] led1,
    output[2:0] led2
);
    reg[2:0] enable;
    parameter autoMode = 3'b100;
    parameter configMode = 3'b010;
    parameter mannualMode = 3'b001;
    wire[2:0] stateAuto;
    wire[2:0] stateMannual;
    wire[2:0] stateConfig;
    wire[2:0] state;
    reg[6:0] greenTime = 5;
    reg[6:0] redTime = 9;
    reg[6:0] yellowTime = 4;
    wire[6:0] redTimeModified;
    wire[6:0] greenTimeModified;
    wire[6:0] yellowTimeModified;
    wire[6:0] timeLane1;
    wire[6:0] timeLane1Auto;
    wire[6:0] timeLane1Mannual;
    wire[6:0] timeLane1Config;
    wire[6:0] timeLane2;
    wire[6:0] timeLane2Auto;
    wire[6:0] timeLane2Mannual;  
    wire[6:0] timeLane2Config;  
    always@(posedge clk) begin
        if(reset) begin
            enable <= autoMode;
        end else begin
            case(enable)
                autoMode: begin 
                    if(buttonChangeMode == 1) enable <= mannualMode;
                    else if (buttonConfig == 1) enable <= configMode;
                end 
                mannualMode: begin
                    if(buttonChangeMode == 1) enable <= autoMode;
                end
                configMode: begin
                    if(buttonConfig == 1) begin
                        greenTime <= greenTimeModified;
                        redTime <= redTimeModified;
                        yellowTime <= yellowTimeModified;
                        enable <= autoMode;
                    end
                end
                default: enable <= autoMode;
            endcase
        end
    end
    wire clkOut;
    decodeState decode(state, led1, led2);
    sevenSegmentDisplay display7Led1(timeLane1, led7_1, led7_2);
    sevenSegmentDisplay display7Led2(timeLane2, led7_3, led7_4);
    clkDivider clkDiv(clk, clkOut);
    assign state     = enable == autoMode    ? stateAuto :
                       enable == mannualMode ? stateMannual : 
                                               stateConfig;
    assign timeLane1 = enable == autoMode    ? timeLane1Auto :
                       enable == mannualMode ? timeLane1Mannual : 
                                               timeLane1Config;
    assign timeLane2 = enable == autoMode    ? timeLane2Auto : 
                       enable == mannualMode ? timeLane2Mannual : 
                                               timeLane2Config;
    autoMode auto(
        .clk(clkOut),
        .reset(reset),
        .enable(enable[2]),
        .greenTime(greenTime),
        .yellowTime(yellowTime),
        .redTime(redTime),
        .timeLane1(timeLane1Auto),
        .timeLane2(timeLane2Auto),
        .state(stateAuto) 
    );
    mannualMode mannual(
        .clk(clkOut),
        .reset(reset),
        .enable(enable[0]),
        .buttonChangeLight(buttonChangeLight),
        .greenTime(greenTime),
        .yellowTime(yellowTime),
        .redTime(redTime),    
        .timeLane1(timeLane1Mannual),
        .timeLane2(timeLane2Mannual),
        .state(stateMannual)
    );
    configMode configuration(
        .clk(clkOut),
        .reset(reset),
        .enable(enable[1]),
        .buttonChangeLight(buttonChangeLight),
        .buttonIncreaseTime(buttonIncreaseTime),
        .buttonDecreaseTime(buttonDecreaseTime),
        .buttonConfirm(buttonConfirm),
        .greenTime(greenTime),
        .yellowTime(yellowTime),
        .redTime(redTime),
        .greenTimeModified(greenTimeModified),
        .yellowTimeModified(yellowTimeModified),
        .redTimeModified(redTimeModified),
        .timeLane1(timeLane1Config),
        .timeLane2(timeLane2Config),
        .state(stateConfig) 
    );
endmodule
==> run.sh <==
#!/bin/bash
# OpenROAD 26Q1-2900-gdf79404cd8, Yosys 0.63+post, stock flow scripts
make -C /OpenROAD-flow-scripts/flow DESIGN_CONFIG=/design/flow/config.mk WORK_HOME=/design/flow/orfs finish
==> config.mk <==
export PLATFORM = sky130hd
export DESIGN_NAME = main
export DESIGN_NICKNAME = main
export VERILOG_FILES = /design/flow/design.v
export SDC_FILE = /design/flow/constraint.sdc
export NUM_CORES = 4
export LEC_CHECK = 1
export CORE_UTILIZATION = 50
==> constraint.sdc <==
current_design main

set clk_period 12.3
set clk_io_pct 0.2

create_clock -name clk0 -period $clk_period [get_ports {clk}]

set non_clock_inputs [all_inputs -no_clocks]
set_input_delay [expr $clk_period * $clk_io_pct] -clock clk0 $non_clock_inputs
set_output_delay [expr $clk_period * $clk_io_pct] -clock clk0 [all_outputs]
==> flow_metrics.tcl <==
# place-and-route summary
set metrics [dict create \
    ys_cells 1637 \
    fill_cells 2481 \
    yosys_area_sq_um 13500 \
    crit_path_end_kind "output pin" \
    drc_errors 0 \
    dp_hpwl_mm 30.3 \
    leakage_nw 5.51 \
    slew_headroom 0.407 \
    crit_path_start_kind "flop" \
    worst_clock_skew_ns 0.0131 \
    avgSynthCellArea_sq_um 8.23 \
    routedWlPerCell_um 20.2 \
    chipArea_sq_um 27600 \
    ff_type "edfxtp_1" \
    ys_sh_xor 0.0859 \
    period_used_share 0.755 \
    run_status "complete, no violations" \
    hold_depth 1 \
    dpl_cell_area_sq_um 14100 \
    ios 42 \
    drt_iter0_drc 851 \
    cts.clk_slew.worst_paths_ns 0.07 \
    cts_root_buf "clkbuf_16" \
    post_cts_buffers 0 \
    fp-row-count 59 \
    period_needed_ns 9.29 \
    reg2reg_from "clkDiv.counter[2]" \
    setup.worst_path.class "reg -> out" \
    worst_slack_ns 3.01 \
    warnings 61 \
    core_util_floorplan 0.513 \
    die_w_um 166 \
    insertion_delay_ns 0.30 \
    ctsResizeCount 0 \
    htree_num_levels 2 \
    ys_ff 135 \
    setup_violations 0 \
    drive_above_1_share 0.0541 \
    place_inst 1953 \
    cts.path.max_buffers 2 \
    finalMaxSlewViolations 0 \
    grt_overflow 0 \
    first_global_vias 11300 \
    fmax_ghz 0.108 \
    synth-simple-area-share 0.193 \
    numCtsBuffers 5 \
    hold_viol 0 \
    core-area_sq_um 26300 \
    area_delta_synth_final_pct 5.98 \
    adder_share 0.118 \
    rrSetupSlack_ns 9.90 \
    mux_share 0.0385 \
    dieHeight_um 166 \
    num_vias 12100 \
    synth_area_sq_um 13500 \
    synthArstFlopShare 0 \
    cap_violations 0 \
    grt_start_max_net_pins 85 \
    power_w 0.00104 \
    required_ns 9.84 \
    vias_per_cell 6.15 \
    final_common_cell "a21oi_1" \
    p_per_area_nw_per_um2 72.9 \
    place.gp.congestion 0.985 \
    timing.rr.end "clkDiv.counter[25]" \
    track_usage 0.302 \
    rr_worst_depth 9 \
    grt_pass1_wl_mm 63.1 \
    cts_tree "done" \
    dr.pass1.iters 26 \
    crit_arrival_ns 6.83 \
    numPortBuffers 41 \
    untimed_endpoints 181 \
    cp-startpoint "enable[2]" \
    ctsHoldBuffers 0 \
    routed_wl_mm 39.5 \
    post-place-ws_ns 3.41 \
    antenna_found_initial 0 \
    vdd_drop_max_v 0.0000540 \
    drtAntennaViolNets 0 \
    unclocked_pins 84 \
    fin_setup_tns_ns 0 \
    synth_warnings 7 \
    hold_path.class "reg -> reg" \
    top_logic_kind "AND-OR/OR-AND gates" \
    synth-compound-area-share 0.246 \
    layout.cells.non_filler 1961 \
    lay_top_cells "a21oi_1, nor2_1, nand2_1, ha_1, o21ai_0" \
    edf_count 91 \
    final_area_sq_um 14300 \
    rsz0062_at_grt "no" \
    hold_start "clkDiv.counter[24]" \
    ys_types 100 \
    hold_path_end "clkDiv.clkOut" \
    synth_cells 1637 \
    worstMarginPinSlew_ns 0.890 \
    cp_max_fo 57 \
    n_antenna_cell 0 \
]
## metal layers
layer / up-vias / GRT usage / share of wire
li1: 5987 / - / -
met3: 66 / 0.0461 / 0.062
met1: 5604 / 0.433 / 0.43
met2: 412 / 0.486 / 0.47
met5: - / 0 / 0
met4: 0 / 0.0890 / 0.036
## cell usage after synthesis (11+ instances only)
cell,number,area share
a21o_1,23,0.013
a21oi_1,136,0.051
and2_1,15,0.0070
and3_1,16,0.0074
clkbuf_1,62,0.017
dfxtp_1,38,0.056
edfxtp_1,91,0.20
ha_1,121,0.11
inv_1,92,0.026
mux2_2,16,0.013
mux2i_1,30,0.022
nand2_1,129,0.036
nand2b_1,25,0.012
nand3_1,57,0.021
nand4_1,19,0.0088
nor2_1,134,0.037
nor2b_1,13,0.0060
nor3_1,45,0.017
nor3b_1,13,0.0072
nor4_1,13,0.0060
o21a_1,18,0.010
o21ai_0,120,0.045
o21bai_1,12,0.0067
o221ai_1,17,0.011
o22ai_1,11,0.0051
o31ai_1,15,0.0084
or3_1,15,0.0070
xnor2_1,89,0.058
xor2_1,40,0.026
## kinds of logic (layout without fill, tap and decap cells)
kind of cell | after synthesis | count (layout)
adder cells (fa/ha/maj) | 126 | 126
AND-OR/OR-AND | 496 | 496
flip-flops | 129 | 129
XOR/XNOR | 130 | 130
multiplexers | 48 | 48
buffers and inverters | 176 | 165
latches | 6 | 6
AND/OR/NAND/NOR | 526 | 526
## worst max-delay path by stage
stage               end  slack (ns)  depth (start not counted)
finish        led7_3[3]        3.01                         27
global route  led7_3[3]        2.48                         27
CTS           led7_3[3]        3.06                         27
## metrics by stage
step | hold slack [ns] | utilization
floorplan | 0.403 | -
global placement | 0.425 | 0.538
detailed placement | 0.436 | 0.538
CTS | 0.456 | 0.543
global route | 0.474 | 0.543
finish | 0.454 | 0.543
## registers in the layout, summed over array words and instances (netlist names), 7 cells and up
name and count:
clkDiv.counter 26, auto.timeLane1 7, auto.timeLane2 7, configuration.greenTemp 7
configuration.greenTimeModified 7, configuration.redTemp 7, configuration.redTimeModified 7, configuration.timeLane1 7
configuration.yellowTemp 7, configuration.yellowTimeModified 7, greenTime 7, mannual.tempYellowTime 7
redTime 7, yellowTime 7
## power by group
group | internal, W | switching [W] | total [W]
Clock | 0.0000775 | 0.0000743 | 0.000152
Sequential | 0.000187 | 0.00000163 | 0.000189
Combinational | 0.000338 | 0.000362 | 0.000699
Total | 0.000603 | 0.000438 | 0.00104
## cell type report
class                           instances  area, sq um  area share
Clock buffer                            5          125     0.00876
Clock inverter                          3         23.8     0.00167
Inverter                              100          378      0.0265
Multi-Input combinational cell       1326         9210       0.645
Sequential cell                       135         3590       0.251
Tap cell                              335          419      0.0294
Timing Repair Buffer                   57          531      0.0372
## worst max-delay path, stage by stage, from the launching register on
cell	delay, ns
dfxtp_2	0.31
buf_4	0.28
a21oi_4	0.52
o211a_1	0.44
inv_2	0.15
ha_1	0.20
inv_1	0.05
ha_1	0.24
inv_1	0.18
nand3_1	0.17
o221ai_2	0.37
nand3_4	0.26
xnor2_4	0.26
inv_2	0.10
ha_1	0.22
nand3_1	0.07
a21oi_1	0.05
nand4_1	0.15
and4bb_4	0.28
o211a_1	0.16
nand4_1	0.16
or3_1	0.55
mux2_2	0.36
inv_1	0.11
ha_1	0.15
a21oi_1	0.07
a21oi_1	0.17
clkdlybuf4s50_1	0.47
Power figures rest on the tool's default switching activity, not on a simulated workload.
